==> ./design.v <==
module tx#(parameter clock_frequency = 100000000)(
	input clk,
	input reset,
	input [31:0]baud_rate,
	input [7:0] data_in,
	input input_valid,
	output reg data_out,
	output valid_out,
	output tx_done
	);
localparam wait1 = 3'd0,
		   send_start = 3'd1,
		   send_data = 3'd2,
		   send_stop = 3'd3,
		   wait2 = 3'd4;
reg [2:0]state;
reg [31:0] count;
reg [3:0]index;
reg [7:0]reg_data_in;
reg reg_valid_out;
reg reg_tx_done;
always @(posedge clk)
if(reset)
	begin
		reg_valid_out <= 1'b0;
		state <= wait1;
		count <= 0;
		index <= 0;
		reg_valid_out <= 0;
		reg_tx_done <= 1'b0;
	end
else begin
	case(state)
	wait1 : begin
				if(input_valid)
				begin
					reg_data_in <= data_in;
					reg_valid_out = 1'b1;
					state <= send_start;			
				end		
			end
	send_start : begin
					if(count < (clock_frequency/baud_rate) - 1)
					begin
						data_out <= 1'b0;
						count <= count + 1;
					end
					else begin
						count <= 0;
						state <= send_data;
					end
				 end
	send_data :  begin
	                if(index < 8)
	                data_out <= reg_data_in [index];
					if(count  < (clock_frequency/baud_rate) -1)
						count <= count + 1; 
					else begin
						count <= 0;
						if(index < 8)
						begin
						index <= index + 1;
						end
						else begin
							index <= 0;
							state <= send_stop;
						end
					end
				 end
	send_stop : begin
					data_out <= 1'b1;
					if(count < (clock_frequency/baud_rate) -1)
					count <= count + 1;
					else begin
						reg_tx_done <= 1;
						count <= 0;
						reg_valid_out <= 0;
						state <= wait2;
					end
				end
	wait2 : begin
				reg_tx_done <= 1'b0;
				state <= wait1;
			end
	default : state <= wait1;
	endcase	
end
assign valid_out = reg_valid_out;
assign tx_done = reg_tx_done;
endmodule
module rx #(parameter clock_frequency = 100000000 )(  
input clk,
input reset,
input data_in,
input [31:0] baud_rate,
output [7:0]data_out,
output finished
	);
localparam  start_bit = 2'b00 , 
			data_bits = 2'b01 , 
			stop_bit = 2'b10 , 
			wait_state =2'b11;
reg [1:0] state;
reg [7:0] reg_data_out;
reg reg_finished;
reg [31:0]count;
reg [3:0] index;
always @(posedge clk)
if(reset)
begin
	reg_finished <= 1'b0;
	state <= start_bit;
	count <= 0;
	index <= 0;
end
else 
begin
	case(state)
	start_bit : begin
					if(data_in == 1'b0 && count == ((clock_frequency/baud_rate)-1)/2 )		 
					begin
						count <= 0;
						state <= data_bits;
					end
					else begin
						count <= count + 1;
					end
				end
	data_bits : begin
					if(count == (clock_frequency/baud_rate)-1)
					begin
						count <=0;
						if(index < 8)
						begin
							reg_data_out[index] = data_in;
							index <= index + 1; 
						end
						else begin
							index <= 0;
							state <= stop_bit;
						end
					end
					else begin
						count <= count + 1;
					end
				end
	stop_bit : begin
				   if(data_in == 1'b1)
				   begin
				   	state <= wait_state;
				   	reg_finished <= 1'b1;
				   end
			   end
	wait_state : begin
					reg_finished <= 1'b0;
					state <= start_bit;
				 end
	default : state <= start_bit;
	endcase
end
assign data_out = reg_data_out;
assign finished = reg_finished;
endmodule
module top #(parameter clock_frequency = 100000000 )(
	input clk,
	input reset,
	input [31:0]baud_rate,
	input [7:0]data_in,
	input input_valid,
	output [7:0]data_out,
	output finished
	);
wire tx_data_out;
wire tx_done;
wire valid_out;
tx #(.clock_frequency(clock_frequency)) inst1  (
	.clk(clk), 
	.reset(reset),
	.baud_rate(baud_rate),
	.data_in(data_in),
	.data_out(tx_data_out), 
	.tx_done(tx_done),
	.input_valid(input_valid),
	.valid_out(valid_out)
);
rx #(.clock_frequency(clock_frequency)) inst2  (
	.clk(clk), 
	.reset(reset),
	.baud_rate(baud_rate),
	.data_in(tx_data_out),
	.data_out(data_out), 
	.finished(finished)
);
endmodule
==> ./run.sh <==
#!/bin/bash
# OpenROAD 26Q1-2900-gdf79404cd8, Yosys 0.63+post, stock flow scripts
make -C /OpenROAD-flow-scripts/flow DESIGN_CONFIG=/design/flow/config.mk WORK_HOME=/design/flow/orfs finish
==> ./config.mk <==
export PLATFORM = sky130hd
export DESIGN_NAME = top
export DESIGN_NICKNAME = top
export VERILOG_FILES = /design/flow/design.v
export SDC_FILE = /design/flow/constraint.sdc
export NUM_CORES = 4
export LEC_CHECK = 1
export CORE_UTILIZATION = 30
==> ./constraint.sdc <==
current_design top

set clk_period 129.2
set clk_io_pct 0.2

create_clock -name clk0 -period $clk_period [get_ports {clk}]

set non_clock_inputs [all_inputs -no_clocks]
set_input_delay [expr $clk_period * $clk_io_pct] -clock clk0 $non_clock_inputs
set_output_delay [expr $clk_period * $clk_io_pct] -clock clk0 [all_outputs]
==> run_results.csv <==
group,metric,value,unit
setup_path,crit_fanout,52,
synthesis,yosysTopAreaCell,"ha_1",
synthesis,ff_type,"dfxtp_1",
synthesis,yosysTopAreaCellShare,17.4,%
setup_path,path_buffers,21,
final_timing,hold_ws,418,ps
clock_network,cts-resized-gates,0,
die,fp-utilization,30.4,%
final_timing,hold_violations,0,
finish,area_delta_synth_final,8.36,%
finish,final_util,32.9,%
detailed_routing,wl_per_cell,22.7,um
synthesis,yosysChipArea,0.0384,mm2
power_and_ir_drop,p_sw,0.0000618,W
clock_network,cts_max_level,3,
global_route,grt_max_degree,54,
die,io_pins,52,
final_timing,fmax,9.14,MHz
synthesis,synth_cells,5630,
setup_path,cp_slowest_cell,"o31ai_1",
synthesis,postSynth.asyncResetShare,0,%
clock_network,clkTransAtPathRegs,70,ps
detailed_routing,route.detailed.drc,0,
finish,final_layout_size_suffix_gt1_share,6.17,%
clock_network,cts_buffers,9,
synthesis,synth-edff-count,17,
worst_hold_path,worst_hold_startpoint,"inst1.state[1]",
finish,lay_top_cells,"nand2_1 (594), nor2_1 (576), ha_1 (534)",
die,row_count,130,
placed_design,port_buffers,51,
setup_path,path_common_cell,"ha_1",
power_and_ir_drop,peakVddDrop,0.00518,mV
detailed_routing,drtAntennaViolNets,0,
clock_network,root_buffer,"clkbuf_16",
power_and_ir_drop,pwr-share-comb,56.8,%
setup_path,worstPathRequired,129230,ps
finish,flop_area,0.00215,mm2
setup_path,end_kind,"register",
power_and_ir_drop,p_clk_share,20.1,%
global_route,grt_pass1_wl,248000,um
setup_path,worstPathArrival,109480,ps
synthesis,yosys_cells,5630,
detailed_routing,vias,43200,
clock_network,ctsHoldBuffers,0,
final_timing,finalCritPeriodShare,84.7,%
setup_path,crit_path_start_kind,"primary input",
synthesis,ys_seq_share,5.61,%
detailed_routing,viasPerCell,5.93,
detailed_routing,drt_iter0_drc,4254,
clock_network,cts_tree,"built",
clock_network,post_cts_buffers,0,
synthesis,netlist_area,0.0384,mm2
die,die_w,360,um
clock_network,cts_buffer_depth,2,
power_and_ir_drop,p_int,0.0000764,W
run,warnings,28,
finish,logic_area,0.0347,mm2
global_route,grt_usage,25.2,%
finish,final_common_cell,"nand2_1",
placed_design,dp_hpwl,133000,um
finish,fill_cells,13400,
synthesis,synth_cell_types,99,
die,chipArea,0.129,mm2
final_timing,fin_crit,109450,ps
global_route,grt_pass1_vias,39700,
setup_path,criticalPathCategory,"primary input to register",
synthesis,yosysWarnings,2,
setup_path,startpoint,"baud_rate[31]",
synthesis,synth-seq-cells,99,
final_timing,grt_setup_unrepaired,"no",
detailed_routing,drt_pass1_iterations,6,
power_and_ir_drop,p_sw_share,44.7,%
power_and_ir_drop,powerDensity,3.33,mW/mm2
run,cap_viol_max_count,0,
final_timing,slew_violations,0,
final_timing,finalClockSkew,10.2,ps
synthesis,synth_area_per_cell,6.81,um2
global_route,grt-ovfl-total,0,
final_timing,setup_violations,0,
power_and_ir_drop,seqPwrFrac,23.1,%
placed_design,place_inst,7262,
global_route,antenna_found_initial,4,
setup_path,path_delay_family,"AND-OR/OR-AND gates",
setup_path,r2r-start,"inst2.count[29]",
final_timing,setup-tns-final,0,ps
worst_hold_path,hold_path.class,"register to register",
placed_design,dp_slack,21140,ps
clock_network,worstSkewPairLatency,360,ps
die,core,0.126,mm2
final_timing,tightest_slew,1320,ps
synthesis,area_leaders,"ha_1 (17%), a21oi_1 (6.3%), xnor2_1 (6.3%), nand2_1 (5.8%), nor2_1 (5.7%)",
final_timing,slew_headroom,11.1,%
placed_design,gp_congestion,1.06,
power_and_ir_drop,p_leak,17.8,nW
final_timing,setup_slack,19750,ps
detailed_routing,totalWireLength,166000,um
die,die_h,360,um
clock_network,clock_sinks,99,
finish,finalNonFillerCells,7279,
status,status,"finished, final reports clean",
setup_path,critPathMaxStageDelay,1120,ps
[cells by family (layout without fill, tap and decap cells)]
| group | count (synthesis) | count (layout) | share of synthesized area, % |
|---|---|---|---|
| mux | 144 | 144 | 4.12 |
| compound gates | 1868 | 1868 | 32.0 |
| flops | 99 | 99 | 5.61 |
| other cells | 1 | 2 | 0.00978 |
| simple gates | 2099 | 2099 | 26.0 |
| buf+inv | 430 | 428 | 4.29 |
| fa+ha+maj | 534 | 534 | 17.4 |
| xor+xnor | 455 | 455 | 10.5 |
[power by group through the flow]
stage     sequential [W]  clock (W)  combinational, W
6_report       0.0000319  0.0000278         0.0000785
5_1_grt        0.0000320  0.0000294         0.0000855
4_1_cts        0.0000319  0.0000283         0.0000770
[worst reg2reg max path, stage by stage, from the launching register on]
cell and delay (ps):
dfxtp_1 620, inv_1 260, o211ai_1 240, o2111ai_1 220, a31oi_1 330, nor3b_1 230, nand4_1 170, or4b_2 730
nor4_1 200, and4_1 520, nand2b_1 100, a21oi_1 680
[metrics by stage]
stage | power [W] | instance area, um2
4_1_cts | 0.000137 | 41600
5_1_grt | 0.000147 | 41600
3_3_place_gp | 0.000110 | 41300
2_1_floorplan | 0.0000867 | 38400
6_report | 0.000138 | 41600
3_5_place_dp | 0.000109 | 41300
[per-layer routing]
metal	wire, um	GRT usage [%]	vias up
met2	70100	38.3	1745
li1	-	-	21000
met1	75900	36.6	20100
met3	12900	3.50	304
met5	33	0	-
met4	6620	8.00	6
[cell type report]
type	instances	area share (%)
antenna	1	0.00602
clock buffer	11	0.584
clock inverter	5	0.126
inverter	232	2.10
multi-input combinational	5101	83.5
sequential	99	5.18
tap	1650	4.97
timing repair buffer	180	3.55
[final timing paths]
check / to / slack [ps] / cells after the start
min reg2reg: inst1.state[0] / 420 / 2
max: inst1.data_out / 19750 / 311
min: inst1.state[0] / 420 / 2
max reg2reg: inst2.reg_data_out[3] / 124520 / 11
[sequential cells by signal, indices dropped and copies added, names as in the netlist]
signal / count
inst1.count: 32
inst1.data_out: 1
inst1.index: 4
inst1.reg_data_in: 8
inst1.state: 5
inst2.count: 32
inst2.index: 4
inst2.reg_data_out: 8
inst2.reg_finished: 1
inst2.state: 4
[cell usage after synthesis, types with 17 or more instances]
master and instances:
a211o_1 22, a211oi_1 55, a21boi_0 33, a21o_1 186, a21oi_1 484, a221oi_1 20, a22o_1 25, a22oi_1 17
a311oi_1 17, a31oi_1 89, and2_1 42, and3_1 77, buf_1 26, clkbuf_1 155, dfxtp_1 82, edfxtp_1 17
ha_1 534, inv_1 231, mux2_2 92, mux2i_1 50, nand2_1 594, nand2b_1 79, nand3_1 190, nand4_1 80
nor2_1 580, nor2b_1 62, nor3_1 165, nor3b_1 18, nor4_1 42, o2111ai_1 21, o211ai_1 50, o21a_1 154
o21ai_0 346, o21ai_1 30, o21bai_1 51, o311ai_0 19, o31a_1 24, o31ai_1 52, or2_2 33, or3_1 59
xnor2_1 275, xor2_1 177
Power figures rest on the tool's default switching activity, not on a simulated workload.
